### /design/flow/run.sh
#!/bin/bash
# OpenROAD 26Q1-2900-gdf79404cd8, Yosys 0.63+post, stock flow scripts
make -C /OpenROAD-flow-scripts/flow DESIGN_CONFIG=/design/flow/config.mk WORK_HOME=/design/flow/orfs finish
### /design/flow/config.mk
export PLATFORM = sky130hd
export DESIGN_NAME = dual_mem
export DESIGN_NICKNAME = dual_mem
export VERILOG_FILES = /design/flow/design.v
export SDC_FILE = /design/flow/constraint.sdc
export NUM_CORES = 4
export LEC_CHECK = 1
export CORE_UTILIZATION = 50
### /design/flow/design.v
module dual_mem(clk,data1,data2,wr_addr1,wr_addr2,re_addr1,re_addr2,read_out1,read_out2,we_1,we_2,re_1,re_2);  
parameter address_width = 5;  
parameter data_length = 32;   
input clk,we_1,we_2,re_1,re_2;  
input [address_width-1 : 0] wr_addr1,wr_addr2,re_addr1,re_addr2;  
input [data_length -1 :0 ] data1,data2;   
output [data_length-1 :0 ] read_out1,read_out2;  
reg[data_length -1 :0] dual_mem[(1<<address_width)-1:0];   
always@(posedge clk) begin
    if(we_1)begin
        dual_mem[wr_addr1] <= data1;  
    end
end
always@(posedge clk) begin
    if(we_2)begin
        dual_mem[wr_addr2] <= data2;  
    end
end
assign read_out1 = (re_1) ? dual_mem[re_addr1] : {data_length{1'b0}};  
assign read_out2 = (re_2) ? dual_mem[re_addr2] : {data_length{1'b0}};  
endmodule
### /design/flow/constraint.sdc
current_design dual_mem

set clk_period 7.3
set clk_io_pct 0.2

create_clock -name clk0 -period $clk_period [get_ports {clk}]

set non_clock_inputs [all_inputs -no_clocks]
set_input_delay [expr $clk_period * $clk_io_pct] -clock clk0 $non_clock_inputs
set_output_delay [expr $clk_period * $clk_io_pct] -clock clk0 [all_outputs]
==> notes.md <==
The following summarizes the physical implementation.

Status
The flow ran to the end, and the final reports show no timing, DRC or antenna violations.

Drt
The first-pass iteration count of the detailed router is 6. In the routed layout, each cell is associated on average with a via count of 7.12. The number of violations reported at the end of detailed-routing iteration 0 is 2482. The script logs the mean routed wire length per placed instance as between 40 and 50 µm.

Summing over every cut layer, the via total after detailed routing is 38500. Per the detailed-route log, wirelength across all metal layers totals 224000 µm. The DRC violation total left in the routed layout is recorded as 0.

The number of nets still failing antenna checks after routing is 0.

Power and ir drop
The overall power consumption is about 14 mW. The logic gate share of total power is 12.8%. Per report_power, the sequential group accounts for 46.9% of the total. The switching power share of the total is about a quarter. The power report attributes to the clock group a share of about two fifths. For this design the total switching power over the nets is 3.45 mW.

The power report puts the leakage power at 21.7 nW. The flow reported a cell area power density of 210 nW/µm². The internal power contribution is 10.8 mW. Looking at the VDD voltage map, the peak drop is 198 µV.

STA
The timing-limited maximum frequency is between 0.15 and 0.2 GHz. The aggregate negative setup slack is 0 ns. Setup repair after global routing left no endpoint under its margin. At the pin with the least slew margin, the transition time is approximately 1.2 ns. In the final report, the number of pins over their slew limit comes to 0. From the final report, the count of setup violators was given as 0. Counting endpoints that fail hold in the final report gives 0.

Once routing completed, OpenROAD measured the worst setup slack at 0.999 ns. Headroom to the max-slew limit came out at 22.9%. The shortest period the worst path allows is 6.30 ns.

Of the available clock period, the critical path in the final layout requires 86.3%. Hold timing on the final database bottoms out at a slack of 1.79 ns.

Final layout
The flow measured a signed area growth from synthesis to layout of 12.0%. Cells with a size suffix above 1 make up a little over half of the layout. The register with the most flip-flops in the final layout is dual_mem. The register with the most flip-flops in the layout has 1024 of them. The registers reported with the highest flop counts are dual_mem: 1024 flops.

For this run, the number of standard cells in the final layout without fillers is between 5000 and 6000.

Place
In this run, placement finished with an instance count of 5184. Detailed placement ended at an HPWL of 129000 µm. The tally of buffers added on design ports is 152. The last weighted congestion value of the routability-driven placer is 0.933. Per the post-place timing report, worst setup slack is 1.27 ns.

Setup path
STA puts the critical path data required time at 5.84 ns. The critical path capture point type is an output port. The arrival time of data at the worst endpoint is listed as 4.84 ns. The signal on the critical path passes through buf_6 -> inv_4 -> nor2_2 -> buf_4 -> a22oi_1 -> a31oi_1 -> clkdlybuf4s50_1. The library cell contributing the largest single delay on the critical path is sky130_fd_sc_hd__clkdlybuf4s50_1. The depth of the critical timing path with buffers and inverters included is 7. The critical path is of the in -> out type. The element type at the critical path start is an input pin. The critical path maximum fanout is 28. Per the post-run analysis, buffers plus inverters along the critical path come to 4. Among all stages on the critical path, the maximum delay recorded is 0.72 ns. In this design, the largest share of critical-path delay is due to buffers and inverters.

Flow run
The logs give a warning total of 26. The count of maximum capacitance violations is 0.

Clock tree
TritonCTS built the clock tree. The number of levels in the clock H-tree is 3. The count of hold buffers inserted by post-cts repair is 0. The clock root buffer master is sky130_fd_sc_hd__clkbuf_16. In this run, post-CTS repair resized a total of 0 instances. The maximum count of clock buffers along a single path is 3. The post-CTS repair timing setup buffer count is 0. The registers of the reported paths see a clock transition of about 0.060 ns. In this run, CTS created clock tree buffers numbering 116. The number of sinks handled by clock tree synthesis is 1024.

Logic synthesis
Synthesis produced a netlist whose cell count is 3694. The proportion of synthesized chip area in sequential cells is 50.9%. The count of library flops with an enable pin is approximately 1000.

The fraction of synthesized cell area taken by the top area cell type is 50.9%. Before any placement, the netlist area is recorded as 60500 µm². Per the post-synthesis stats, the area per cell is 16.4 µm².

The share of async-settable or async-resettable flops after synthesis is 0%. By area the synthesized netlist is led by sky130_fd_sc_hd__edfxtp_1, sky130_fd_sc_hd__mux2_2, sky130_fd_sc_hd__mux4_2. For this run, the number of Yosys warnings is 1. Post-synthesis, Yosys gives the total cell area as 60500 µm². In the synthesized netlist the dominant register cell turns out to be sky130_fd_sc_hd__edfxtp_1. After synthesis, the netlist uses roughly 40 different library cells. In this run, synthesis produced a sequential element count of 1024. The yosys stat cell total is approximately 3700. The top cell type by total area after synthesis is sky130_fd_sc_hd__edfxtp_1.

Hold path
The critical hold path startpoint is data2[21]. The worst hold endpoint is dual_mem[23][21]$_DFFE_PP_. In the hold timing report, the worst path depth is 3.

According to the hold report, the worst path is of the in -> reg type.

GRT
Entering global routing, the biggest net connects 67 pins. The via count of the first global-routing pass is 41500. For this run the aggregate overflow at the end of global routing stands at 0. The number of antenna violations at the first check in global routing was 7. The global routing usage summed across all routing layers is 40.9%. The first global-routing pass estimated 313000 µm of wire.

Die
The vertical extent of the die is 350 µm. The standard cell core area is approximately 120000 µm². 153 I/O pins were placed. The horizontal die size is 350 µm. The area of the chip is ~120000 µm².

The initial utilization of the core area, before any placement, comes to 50.4%. The number of placement rows is 127.
## cell usage in the layout, fill, tap and decap left out, drive strengths merged, types with 16 or more instances in the layout
cell           netlist  routed
mux2              1152    1152
edfxtp            1024    1024
mux4               448     448
buf                215     231
clkbuf             278     147
clkdlybuf4s50        0     140
mux2i              128     128
a22oi               64      64
o221ai              64      64
a31oi               64      64
o21ai               63      63
nand2               52      52
clkinv               0      51
a221oi              47      47
nor2                24      24
o2111ai             17      17
o22ai               16      16
## metal layers
layer / up-vias / global-route usage, % / share of wire, %
li1: 15300 / - / -
met1: 19500 / 49.8 / 32
met2: 2926 / 55.9 / 44
met3: 679 / 30.8 / 18
met4: 30 / 17.3 / 5.6
met5: - / 4.20 / 0.32
## kinds of logic (layout without fill, tap and decap cells)
kind of cell / count (synthesis) / after routing / synth area share [%]
compound gates: 335 / 335 / 4.00
buf+inv: 495 / 583 / 3.94
flops: 1024 / 1024 / 50.9
mux: 1728 / 1728 / 40.3
other cells: 0 / 9 / 0
simple gates: 112 / 112 / 0.958
## metrics by stage
step                      util [%]  instance area, µm²
after floorplan                  -               60500
after detailed placement      53.4               64000
final                         56.4               67700
after global routing          56.4               67700
after CTS                     56.4               67700
after global placement        53.4               64000
## worst min-delay path: cells and delay by family
kind / cells / cell delay (ns)
buffers and inverters: 2 / 0.74
muxes: 1 / 0.18
## cells in the mapped netlist, drive strengths merged, types with 3 or more instances
| cell | count |
|---|---|
| a221oi | 47 |
| a22oi | 64 |
| a31oi | 64 |
| buf | 215 |
| clkbuf | 278 |
| edfxtp | 1024 |
| mux2 | 1152 |
| mux2i | 128 |
| mux4 | 448 |
| nand2 | 52 |
| nand3 | 4 |
| nand3b | 9 |
| nor2 | 24 |
| nor2b | 3 |
| nor3b | 4 |
| o2111ai | 17 |
| o21ai | 63 |
| o221ai | 64 |
| o22ai | 16 |
| or2 | 3 |
| or3b | 4 |
## power by group through the flow
stage     Sequential, mW  Combinational (mW)  Clock (mW)
6_report            6.68                1.83        5.74
4_1_cts             6.68                1.80        5.79
5_1_grt             6.70                1.91        6.01
## worst max-delay path by stage
stage	endpoint	slack [ns]	from
global route	read_out1[9]	1.09	re_addr1[0]
CTS	read_out1[9]	1.27	re_addr1[0]
finish	read_out1[9]	1.0	re_addr1[0]
## cell type report
cell class	instances	area (µm²)
inverter	2	12.5
clock buffer	147	3130
tap	1612	2020
timing repair buffer	371	3330
clock inverter	63	541
fill	8927	52200
antenna	9	22.5
sequential	1024	30700
multi-input combinational	2175	27900
No activity file was given, so power comes from the tool's default toggle rates.
