==> flow/design.v <==
module single_memo(clk,wr_enable,read_addr,write_addr,write_data,read_out); 
parameter address_width = 5;  
parameter data_width = 32;   
input clk,wr_enable;        
input[address_width -1 :0] write_addr,read_addr;  
input[data_width-1 :0] write_data;  
output[data_width-1 :0] read_out;  
reg[data_width -1 :0] single_mem[(1<<address_width)-1 :0];  
always@(posedge clk)
     begin
         if(wr_enable)begin 
         single_mem[write_addr] <= write_data;  
     end
 end
 assign read_out = single_mem[read_addr];  
 endmodule
==> flow/run.sh <==
#!/bin/bash
# OpenROAD 26Q1-2900-gdf79404cd8, Yosys 0.63+post, stock flow scripts
make -C /OpenROAD-flow-scripts/flow DESIGN_CONFIG=/design/flow/config.mk WORK_HOME=/design/flow/orfs finish
==> flow/config.mk <==
export PLATFORM = sky130hd
export DESIGN_NAME = single_memo
export DESIGN_NICKNAME = single_memo
export VERILOG_FILES = /design/flow/design.v
export SDC_FILE = /design/flow/constraint.sdc
export NUM_CORES = 4
export LEC_CHECK = 1
export CORE_UTILIZATION = 30
==> flow/constraint.sdc <==
current_design single_memo

set clk_period 5.5
set clk_io_pct 0.2

create_clock -name clk0 -period $clk_period [get_ports {clk}]

set non_clock_inputs [all_inputs -no_clocks]
set_input_delay [expr $clk_period * $clk_io_pct] -clock clk0 $non_clock_inputs
set_output_delay [expr $clk_period * $clk_io_pct] -clock clk0 [all_outputs]
==> ci_impl_report.md <==
## Synthesis and layout report

| Metric | Value |
|---|---|
| Total GRT Usage | 0.1597 |
| GRT Residual Overflow | 0 |
| Initial antenna violation count | 8 |
| Fraction of final layout cells sized beyond drive strength 1 | 0.1233 |
| Area grow syn2layout | 17.12% |
| Fin crit period | 5.161 ns |
| Die Y | 366.4 microns |
| Synth Register Bits | 1024 |
| Ys Warns | 1 |
| PwrDens | 343.8 nW/um^2 |
| Status | finished, final reports clean |
| HP Class | input pin to register |
| Post-synth seq share | 0.7717 |
| Setup-failing EPs final | 0 |
| Fillers | 12030 |
| # IOs | 76 |
| Resized Gates After CTS | 0 |
| Worst slew pin tran | 0.9135 ns |
| Yosys chip area | 39840 sq um |
| Synthesized instance count | 2228 |
| Post-CTS Setup Inserts | 0 |
| Crit end category | primary output |
| Mapped Avg Cell Area | 17.88 sq um |
| First-pass GRT wire length | 145500 microns |
| EDFF count, synth | 1024 |
| WP data required | 4.40 ns |
| CP Class | input pin to primary output |
| Layout Utilization | 0.3545 |
| Via count | 20580 |
| CTS clk-pin slew, worst paths | 0.06 ns |
| H-Tree Depth | 3 |
| Port-buffer cells | 75 |
| Post-DP HPWL | 57280 microns |
| Worst Path Arrival | 4.06 ns |
| Post-Synthesis Cell Area | 39840 sq um |
| CTS tree | built |
| Worst setup SP type | input pin |
| Max-cap viol count | 0 |
| Final WL | 101400 microns |
| Biggest register | single_mem |
| Fmax | 193.7 MHz |
| Maximum vdd drop | 0.2147 mV |
| Die ar. | 134300 sq um |
| Most frequently placed logic cells in the final layout | edfxtp_1 (1024), mux2i_1 (512), buf_4 (101), clkbuf_16 (99), nand3_1 (98) |
| Commonest Layout Cell | edfxtp_1 |
| Core area | 131600 sq um |
| DRT iter0 DRCs | 1390 |
| Vias in the first global route | 21210 |
| TNS Setup | 0 ns |
| Top flop regs | single_mem x1024 |
| Final hold vios | 0 |
| Die X | 366.4 microns |
| Synth async-reset ratio | 0 |
| Leakage | 0.01586 uW |
| Vias per cell | 4.856 |
| Routability cong. | 0.8251 |
| Slew Viols, Final | 0 |
| Final ANT Viol Nets | 0 |
| Row count | 133 |
| Max reg flops | 1024 |
| # hold bufs at CTS | 0 |
| OpenROAD warnings | 26 |
| Clock root buffer | clkbuf_16 |
| Longest Clk Path Bufs | 3 |
| Yosys cell types | 24 |
| Max_slew headroom | 0.3891 |
| Yosys Instances | 2228 |
| RSZ-0062 raised after global routing | no |
| Drc violations | 0 |
| Pin count of the biggest net entering global routing | 71 |
| Commonest flop | edfxtp_1 |
| Fin crit share | 0.9385 |
| WL per Instance | 23.93 microns |
| FP Core Util | 0.3027 |
| Total clock sinks | 1024 |
| Crit Path Max Fanout | 40 |
| CTS Buf Count | 97 |
| Pre-antenna DRT Iters | 5 |
critical path: stages:
cell             delay [ns]
clkdlybuf4s50_1        0.70
and2_4                 0.72
buf_4                  0.39
a22o_1                 0.20
nor3_1                 0.05
a31oi_1                0.24
nand3_1                0.18
clkdlybuf4s50_1        0.45
through the flow:
stage / area [sq um] / total power (uW) / setup WS [ns] / hold slack (ns) / std cells
after detailed placement: 43610 / 9782 / 0.3211 / 1.924 / 4059
after floorplan: 39840 / 9323 / 1.966 / 1.199 / 2228
final: 46670 / 16050 / 0.3385 / 1.245 / 4238
after CTS: 46660 / 16190 / 0.3261 / 1.212 / 4237
after global placement: 43610 / 9776 / 0.3170 / 1.923 / 4059
after global routing: 46670 / 16520 / 0.1651 / 1.257 / 4238
report_power, final:
part / internal [uW] / total [uW] / switching [uW]
Sequential: 8680 / 8700 / 18.1
Combinational: 346 / 905 / 559
Clock: 3640 / 6440 / 2810
Total: 12700 / 16000 / 3380
cells by family after synthesis:
| kind of cell | after synthesis | share of synthesized area |
|---|---|---|
| multiplexers | 512 | 0.1286 |
| AND-OR/OR-AND | 288 | 0.04924 |
| flip-flops | 1024 | 0.7717 |
| buffers and inverters | 127 | 0.01890 |
| AND/OR/NAND/NOR | 277 | 0.03150 |
area by class of cell:
cell class	instances	area, sq um	share of cell area
Antenna cell	1	2.502	0.00005362
Clock buffer	121	2560	0.05486
Clock inverter	57	494.2	0.01059
Multi-Input combinational cell	1077	8610	0.1845
Sequential cell	1024	30750	0.6589
Tap cell	1755	2196	0.04705
Timing Repair Buffer	203	2054	0.04402
cells in the mapped netlist (2+ instances only):
library cell  number  share of area
mux2i_1          512           0.13
nand2b_1           2        0.00031
edfxtp_1        1024           0.77
nor3_1            32         0.0040
nand3b_1           5        0.00094
a21oi_1           96          0.012
nor2_1            34         0.0032
buf_1              5        0.00047
clkbuf_1          46         0.0043
nand2_1           98         0.0092
a22oi_1           96          0.018
or3b_2             3        0.00066
buf_6             15         0.0042
nand3_1           98          0.012
buf_2             26         0.0033
a22o_1            64          0.014
clkbuf_4           2        0.00038
a31oi_1           32         0.0050
buf_4             33         0.0062
final timing paths:
check,from,end,depth (start not counted)
setup / recovery,read_addr[1],read_out[0],8
hold / removal,write_data[20],single_mem[11][20],2
per-layer routing:
metal  vias to the layer above  wire [microns]  track usage
met3                       140           14140       0.1044
met4                        16            2198      0.02969
met5                         -             125     0.001781
met1                     10070           35420       0.1879
met2                      1114           49520       0.2507
li1                       9238               -            -
Power is estimated from default activity; no workload was simulated.
