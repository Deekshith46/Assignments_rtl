==> flow/design.v <==
module mem#( parameter memory_depth = 32,parameter data_width = 32)(clk,rst,we,din,address,readout);
input clk, rst,we;
input [data_width -1 :0 ] din;
input [memory_depth - 1 : 0] address; 
output reg [data_width -1 : 0] readout;
reg[data_width-1 : 0] mem[memory_depth -1 : 0];
reg[memory_depth-1:0] reset_count;
reg reset_done;
always@(posedge clk) begin
    if(rst)begin
    mem[address] <=0;
        end
        else begin
        if(we)begin
            mem[address] <= din;
        end
        else 
        begin
            readout <= mem[address];
        end
    end
end
endmodule
==> flow/run.sh <==
#!/bin/bash
# OpenROAD 26Q1-2900-gdf79404cd8, Yosys 0.63+post, stock flow scripts
make -C /OpenROAD-flow-scripts/flow DESIGN_CONFIG=/design/flow/config.mk WORK_HOME=/design/flow/orfs finish
==> flow/config.mk <==
export PLATFORM = sky130hd
export DESIGN_NAME = mem
export DESIGN_NICKNAME = mem
export VERILOG_FILES = /design/flow/design.v
export SDC_FILE = /design/flow/constraint.sdc
export NUM_CORES = 4
export LEC_CHECK = 1
export CORE_UTILIZATION = 30
==> flow/constraint.sdc <==
current_design mem

set clk_period 4.2
set clk_io_pct 0.2

create_clock -name clk0 -period $clk_period [get_ports {clk}]

set non_clock_inputs [all_inputs -no_clocks]
set_input_delay [expr $clk_period * $clk_io_pct] -clock clk0 $non_clock_inputs
set_output_delay [expr $clk_period * $clk_io_pct] -clock clk0 [all_outputs]
==> deck_impl_summary.md <==
Implementation Results

Detailed routing
  – Drt wl/cell: 23.41 um
  – Diode count: 0
  – DRC viols: 0
  – Post-route ant nets: 0
  – Drt first pass iters: 5
  – Vias/cell: 4.861
  – Vias after detailed routing: 20,420
  – Final WL: 98,350 um
  – Detailed Route Iter0 Violations: 1,299

Logic synthesis
  – Post-synth seq share: 0.7873
  – Syn_area_per_cell: 18.77 um2
  – Mapped Area: 40,280 um2
  – Synth flops: 1,056
  – Synthesized instance count: 2,146
  – YS chip area: 40,280 um2
  – Ys Warns: 1
  – Ys cells: 2,146
  – Unique masters post-synth: 25

Placed design
  – PortBufs: 71
  – Detailed placer's ending HPWL: 55,580 um
  – GPL Wtd Cong: 0.8276
  – DP Worst Slack: 0.5454 ns

Clock tree
  – H-tree levels: 3
  – Post-CTS Setup Bufs: 0
  – TritonCTS clock tree: done
  – Clk latency late pin: 0.67 ns
  – CTS Sinks: 1,056
  – Root buf cell: clkbuf_16
  – Max clock buf depth: 3
  – Clk slew on worst S/H paths: 0.06 ns
  – Hold bufs inserted after CTS: 0
  – Number of instances resized during post-cts repair: 0
  – CTS Buf Count: 105

STA
  – Setup TNS: 0 ns
  – Final Critical Period: 2.968 ns
  – Final Hold Violating Endpoints: 0
  – Hold Slack: 0.7207 ns
  – RSZ-0062 raised after global routing: no
  – Max Clock Skew: 0.03009 ns
  – Worst-Margin Slew: 0.9796 ns
  – Final setup viols: 0
  – Fin worst setup slack: 1.232 ns
  – Fmax: 336.9 MHz
  – Slew Viols, Final: 0
  – Tcrit/Tclk final: 0.7068
  – Slew headroom: 0.3469

Floorplanning
  – Starting Density: 0.3022
  – # rows: 134
  – Die Width: 368.4 um
  – Core area: 133,300 um2
  – Ports: 99
  – Die area: 135,700 um2
  – Die H: 368.4 um

Layout
  – Synth-to-Final Area Change: 18.68%
  – Commonest Layout Cell: edfxtp_1
  – Fillers: 12,130
  – Top Layout Cells: edfxtp_1, mux2i_1, o22ai_1
  – Layout Utilization: 0.3586
  – Layout cells sized above 1: 0.1426

Flow run
  – Log Warnings: 53
  – Max Cap Viol: 0

GRT
  – Vias in the first global route: 21,100
  – Global-route wire length before repair: 140,600 um
  – Grt ovf: 0
  – Initial antenna violation count: 0
  – Pin count of the biggest net entering global routing: 70
  – Gr usage total: 0.1540

Worst setup path
  – CP Max Fanout: 16
  – Element type at the critical path start: input port
  – Reg2reg setup slack: 2.54 ns
  – CP endpoint kind: register
  – R2R Path Start: mem[18][24]
  – R2R Path End: readout[24]
  – Critical Path RT: 4.55 ns
  – Worst setup path category: input port to register
  – Arr. time, crit path: 3.32 ns
  – Worst R2R Path Depth: 4

Hold path
  – Hold path cells: 4
  – Hold path start: mem[9][30]
  – Type of the tightest min-delay check: register to register
  – Hold EP: readout[30]

Run status
  – Status: completed

Pwr
  – PD cells: 462.2 nW/um2
  – Power, Total: 22,090 uW
  – Max IR drop VDD: 0.0003265 V
  – Pleak: 0.01494 uW
## report_power, final
| group | internal [uW] | switching, uW | total, uW | leakage [uW] |
|---|---|---|---|---|
| Sequential | 11800 | 45.3 | 11800 | 0.00791 |
| Clock | 5390 | 3870 | 9260 | 0.00169 |
| Combinational | 387 | 638 | 1020 | 0.00534 |
| Total | 17500 | 4550 | 22100 | 0.0149 |
## worst max path at each step
stage,startpoint,end,slack (ns)
6_report,address[0],mem[24][24],1.23
5_1_grt,address[3],readout[11],1.03
4_1_cts,address[0],mem[24][24],1.27
## sequential cells by signal, indices dropped and copies added, names as in the netlist
name / flops
mem: 1024
readout: 32
## synth_stat cells
library cell	n	area (um2)
nand2_1	35	131.4
nor2b_1	1	6.260
buf_4	3	22.52
edfxtp_1	1056	31710
o22ai_1	256	1602
or4b_4	2	27.53
nor4_1	64	400.4
nand4_1	1	6.260
nand4b_1	4	35.03
buf_2	78	390.4
buf_1	1	3.750
or3_1	2	12.51
nor3_1	4	20.02
or4_4	1	11.26
o211ai_1	1	7.510
clkbuf_1	30	112.6
nand4bb_1	6	67.56
nand3b_1	2	15.01
or3b_2	3	26.28
and2_1	32	200.2
or4b_1	2	20.02
buf_6	18	202.7
nand3_1	1	5.000
nor2_1	31	116.4
mux2i_1	512	5125
## cell type report
type,count,area (um2),share of cell area
clock inverter,69,714.4,0.01495
multi-input combinational,960,8180,0.1711
clock buffer,128,2735,0.05722
timing repair buffer,220,2247,0.04701
tap,1768,2212,0.04628
sequential,1056,31710,0.6634
## per-stage QoR
step,cell area (um2),instances
2_1_floorplan,40300,2146
3_5_place_dp,44350,4004
6_report,47800,4201
5_1_grt,47800,4201
4_1_cts,47800,4201
3_3_place_gp,44350,4004
## kinds of logic after synthesis
| kind of cell | after synthesis | share of synthesized area |
|---|---|---|
| and+or+nand+nor | 191 | 0.02734 |
| muxes | 512 | 0.1272 |
| AOI/OAI and AO/OA | 257 | 0.03995 |
| buffers and inverters | 130 | 0.01817 |
| DFF | 1056 | 0.7873 |
## routing by layer
layer / track usage / vias to the layer above / wire length (um)
li1: - / 9156 / -
met1: 0.1923 / 9997 / 35940
met2: 0.2192 / 1113 / 43740
met3: 0.1166 / 146 / 16350
met4: 0.02753 / 8 / 2022
met5: 0.01709 / - / 290
## worst max-delay path: stages
cell,delay [ns]
clkdlybuf4s50_1,0.74
or3_1,0.84
nor3_4,0.58
buf_4,0.31
Power and IR drop assume default switching activity.
